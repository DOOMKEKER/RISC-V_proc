$ cat flow/run.sh
#!/bin/bash
# OpenROAD 26Q1-2900-gdf79404cd8, Yosys 0.63+post, stock flow scripts
make -C /OpenROAD-flow-scripts/flow DESIGN_CONFIG=/design/flow/config.mk WORK_HOME=/design/flow/orfs finish
$ cat flow/constraint.sdc
current_design RF

set clk_period 11.7
set clk_io_pct 0.2

create_clock -name clk0 -period $clk_period [get_ports {clk_i}]

set non_clock_inputs [all_inputs -no_clocks]
set_input_delay [expr $clk_period * $clk_io_pct] -clock clk0 $non_clock_inputs
set_output_delay [expr $clk_period * $clk_io_pct] -clock clk0 [all_outputs]
$ cat flow/config.mk
export PLATFORM = sky130hd
export DESIGN_NAME = RF
export DESIGN_NICKNAME = RF
export VERILOG_FILES = /design/flow/design.v
export SDC_FILE = /design/flow/constraint.sdc
export NUM_CORES = 4
export LEC_CHECK = 1
export CORE_UTILIZATION = 50
$ cat flow/design.v
module RF
(
  input             clk_i,
  input     [4:0]   addr_1_i,
  input     [4:0]   addr_2_i,
  input     [4:0]   addr_3_i,
  input             WE3_i,
  input     [31:0]  WD3_i,
  input             reset_i,
  output [31:0]  RD_1_o,
  output [31:0]  RD_2_o
);
  reg [31:0] RAM [0:31];
  integer i;
  assign RD_1_o = (addr_1_i == 0 ) ? 32'b0 : RAM[addr_1_i];
  assign RD_2_o = (addr_2_i == 0 ) ? 32'b0 : RAM[addr_2_i];
  always @ ( posedge clk_i ) begin
    if (WE3_i) RAM[addr_3_i] <= WD3_i;
    if (reset_i) begin
      for(i = 0; i < 32; i = i + 1 ) begin
        RAM[i] <= 32'b0;
      end
    end
  end
endmodule  
==> impl_metrics.tcl <==
# yosys + openroad results
set metrics [dict create \
    clock_path_buffers 3 \
    die_w_um 324 \
    layout_top_cell "nand2_1" \
    tightestPinTransition_ns 1.16 \
    insertion_delay_ns 0.71 \
    fin_crit_sh_pct 76.2 \
    boundaryPins 114 \
    vdd_drop_max_uv 114 \
    crit_required_ns 9.36 \
    warnings 32 \
    core_area_um2 102000 \
    r2r_cells 2 \
    post_cts_buffers 0 \
    grt_max_degree 130 \
    via_count 47018 \
    setup_ws_ns 2.78 \
    synth_top_area_share_pct 39.4 \
    ys_types 44 \
    tritoncts "done" \
    cts_root_buf "clkbuf_16" \
    finalPower_w 0.00788 \
    crit_fanout 30 \
    max_slew_margin_pct 20.3 \
    status "complete, no violations" \
    drive_above_1_share_pct 14.4 \
    rows 117 \
    hp-class "reg2reg" \
    synthCells 5973 \
    tns_ns 0 \
    drv_cap 0 \
    startpoint_type "input pin" \
    grt_pass1_wl_mm 303 \
    grt_pass1_vias 45358 \
    crit_type "in2out" \
    arrival_ns 6.58 \
    vias_per_cell 6.50 \
    fin_crit_ns 8.92 \
    finalClockSkew_ns 0 \
    largest-register "RAM" \
    flop_cell "dfxtp_1" \
    dieArea_um2 105000 \
    synth_seq_share_pct 39.4 \
    leakage_nw 19.0 \
    synthToLayoutAreaGrowth_pct 11.1 \
    wl_mm 207 \
    setup_viol 0 \
    hold_viol 0 \
    synthTopCellsByArea "dfxtp_1, mux4_2, nand2_1, a21oi_1, mux2i_1" \
    reg_top3 "RAM (1024)" \
    ys_cells 5973 \
    grt_antenna_before_repair 5 \
    synth-seq-cells 1024 \
    wl_per_cell_um 28.6 \
    yosysWarnings 1 \
    hpwl_mm 124 \
    fp_util_pct 50.7 \
    max_stage_delay_ns 0.70 \
    slew_violations 0 \
    power.density_nw_per_um2 137 \
    place_ws_ns 3.19 \
    gp_congestion 0.961 \
    synthArstFlopShare_pct 0 \
    edf_count 0 \
    globalRouteOverflowTotal 0 \
    drt-pass1-iter-count 8 \
    layout_top_cells "nand2_1, a21oi_1, dfxtp_1" \
    grtUsageTotal_pct 41.0 \
    initialDrtViolationCount 4511 \
    dieHeight_um 324 \
    clkSinkCount 1024 \
    post_cts_resized 0 \
    hold_buffers 0 \
    fillerInstances 9052 \
    cp-end-kind "primary output" \
    synth_area_per_cell_um2 8.70 \
    drc_errors 0 \
    max_freq_mhz 112 \
    io_buffers 113 \
    htreeDepth 3 \
    path_clk_slew_ns 0.06 \
    whs_path_depth 2 \
    top_area_cell "dfxtp_1" \
    crit_top_cell "buf_4" \
    antenna_left 0 \
    crit_chain "clkdlybuf4s50_1, buf_4, and2_4, buf_4, a22o_1, a2111oi_0, buf_4, nor3_1, clkdlybuf4s50_1" \
    rsz0062_at_grt "no" \
    cts_buffers 112 \
    critPathSlowestCell "and2_4" \
    netlist_area_um2 52000 \
    largest_reg_flops 1024 \
    yosys-stat-area_um2 52000 \
]
per-layer routing:
metal / share of wire (%) / track usage, %
met1: 37 / 55.5
met5: 0.083 / 1.04
met3: 16 / 22.9
met2: 43 / 56.3
met4: 4.8 / 15.3
logic make-up (layout without fill, tap and decap cells):
group                  count (synthesis)  after routing  share of synthesized area [%]
AND/OR/NAND/NOR                     2267           2267                           17.1
AND-OR/OR-AND                       1361           1361                           14.6
flip-flops                          1024           1024                           39.4
multiplexers                         707            707                           23.5
buffers and inverters                614            504                           5.28
other                                  0              1                              0
Yosys cell counts, types with 3 or more instances:
library cell / count
a2111oi_0: 24
o32ai_1: 5
a211oi_1: 47
nand2_1: 2088
mux4_2: 367
a21oi_1: 1064
mux4_1: 33
nor2b_1: 35
buf_2: 80
nor3b_1: 3
clkbuf_1: 462
nand3b_1: 8
a31oi_1: 9
and3b_1: 5
mux2i_1: 284
or3_1: 3
o221ai_1: 24
and2_1: 9
a22o_1: 48
and3_1: 10
buf_6: 25
mux2_2: 23
nor2_1: 37
nor4_1: 12
buf_1: 11
or3b_2: 5
a22oi_1: 84
o21ai_0: 6
buf_4: 32
dfxtp_1: 1024
nor3_1: 43
o22ai_1: 42
a221oi_1: 6
final timing paths:
kind,startpoint,slack [ns],to
setup reg to reg,RAM[1][12]$_SDFFE_PP0P_,11.00,RAM[1][12]$_SDFFE_PP0P_
hold / removal,RAM[28][4]$_SDFFE_PP0P_,0.46,RAM[28][4]$_SDFFE_PP0P_
hold reg to reg,RAM[28][4]$_SDFFE_PP0P_,0.46,RAM[28][4]$_SDFFE_PP0P_
setup / recovery,addr_2_i[3],2.78,RD_2_o[15]
critical path, delay by kind of cell:
kind                   cells  cell delay [ns]
buffers and inverters      5             2.45
AND-OR/OR-AND              2             0.41
AND/OR/NAND/NOR            2             1.35
power by group:
group / switching [W] / internal, W
Combinational: 0.000477 / 0.000220
Sequential: 0.0000193 / 0.00351
Clock: 0.00151 / 0.00214
final cells by class:
| cell class | instances | area (µm²) | area share [%] |
|---|---|---|---|
| sequential | 1024 | 20500 | 35.5 |
| antenna | 1 | 2.50 | 0.00434 |
| timing repair buffer | 298 | 2610 | 4.53 |
| multi-input combinational | 4335 | 29100 | 50.4 |
| inverter | 1 | 3.75 | 0.00650 |
| clock buffer | 175 | 3440 | 5.97 |
| tap | 1368 | 1710 | 2.97 |
| clock inverter | 30 | 335 | 0.581 |
through the flow:
step | hold WS [ns] | std cells | cell area [µm²] | utilization [%]
global route | 0.482 | 7231 | 57700 | 56.3
CTS | 0.464 | 7231 | 57700 | 56.3
global placement | 0.450 | 7026 | 53900 | 52.6
detailed placement | 0.455 | 7026 | 53900 | 52.6
floorplan | 0.441 | 5973 | 52000 | -
finish | 0.463 | 7232 | 57700 | 56.3
Power and IR drop assume default switching activity.
