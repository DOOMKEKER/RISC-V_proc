[./config.mk]
export PLATFORM = sky130hd
export DESIGN_NAME = miriscv_alu
export DESIGN_NICKNAME = miriscv_alu
export VERILOG_FILES = /design/flow/design.v
export SDC_FILE = /design/flow/constraint.sdc
export NUM_CORES = 4
export LEC_CHECK = 1
export CORE_UTILIZATION = 40
[./constraint.sdc]
current_design miriscv_alu

set clk_period 18.8
set clk_io_pct 0.2

create_clock -name clk0 -period $clk_period

set non_clock_inputs [all_inputs -no_clocks]
set_input_delay [expr $clk_period * $clk_io_pct] -clock clk0 $non_clock_inputs
set_output_delay [expr $clk_period * $clk_io_pct] -clock clk0 [all_outputs]
[./design.v]
module miriscv_alu (
		input 		[5:0] 			operator_i,
		input 		[31:0]			operand_a_i,
		input 		[31:0]			operand_b_i,
		output 	reg[31:0]			result_o,
		output 	reg		comparsion_result_o
);
always @ ( * ) begin
	case (operator_i)
		6'b011000: begin
										result_o <= operand_a_i +   operand_b_i;
										comparsion_result_o <= 0;
					 end
		6'b011001: begin
										result_o <= operand_a_i -   operand_b_i;
										comparsion_result_o <= 0;
					 end
		6'b101111: begin
										result_o <= operand_a_i ^   operand_b_i;
										comparsion_result_o <= 0;
					 end
		6'b101110:  begin
										result_o <= operand_a_i |   operand_b_i;
										comparsion_result_o <= 0;
					 end
		6'b010101: begin
										result_o <= operand_a_i &   operand_b_i;
										comparsion_result_o <= 0;
					 end
		6'b100100: begin
										result_o <= $signed(operand_a_i) >>> operand_b_i;
										comparsion_result_o <= 0;
					 end
		6'b100101: begin
										result_o <= operand_a_i >> operand_b_i;
										comparsion_result_o <= 0;
					 end
		6'b100111: begin
										result_o <= operand_a_i <<  operand_b_i;
										comparsion_result_o <= 0;
					 end
		6'b000000: begin
										result_o <= ($signed(operand_a_i) < $signed(operand_b_i)) ? 1 : 0 ;
										comparsion_result_o <= result_o;
					 end
		6'b000001: begin
		 								result_o <= (operand_a_i < operand_b_i) ? 1 : 0 ;
										comparsion_result_o <= result_o;
					 end
		6'b001010: begin
		 								result_o <= ($signed(operand_a_i) >= $signed(operand_b_i)) ? 1 : 0;
										comparsion_result_o <= result_o;
					 end
		6'b001011: begin
		 								result_o <= (operand_a_i >= operand_b_i) ? 1 : 0;
										comparsion_result_o <= result_o;
					 end
		6'b001100:  begin
		 								result_o <= (operand_a_i == operand_b_i) ? 1 : 0;
										comparsion_result_o <= result_o;
			   	 end
		6'b001101:  begin
		 								result_o <= (operand_a_i != operand_b_i) ? 1 : 0;
										comparsion_result_o <= result_o;
					 end
		default:  begin
										result_o <= 0 ;
										comparsion_result_o <= result_o;
					 end
		endcase
end
endmodule
[./run.sh]
#!/bin/bash
# OpenROAD 26Q1-2900-gdf79404cd8, Yosys 0.63+post, stock flow scripts
make -C /OpenROAD-flow-scripts/flow DESIGN_CONFIG=/design/flow/config.mk WORK_HOME=/design/flow/orfs finish
==> impl_metrics.ini <==
; implementation run metrics
[global_route]
grt_start_max_net_pins = 65
grt_pass1_wl_um = 71600
grt_usage_pct = 41.0
gr-total-overflow = 0
antenna_found_initial = 0
grt_pass1_vias = 10900

[floorplan]
row_count = 55
die_height_um = 155
die_w_um = 155
chipArea_mm2 = 0.0240
core-area_mm2 = 0.0228
fp_util_pct = 41.0
ios = 103

[run]
drv_cap = 0
warning_count = 96

[routing]
antenna_cells = 0
drc_errors = 0
wl_per_cell_um = 27.0
ant_nets = 0
drt_iter0_drc = 1390
via_per_inst = 6.58
drt_wl_total_um = 48200
vias = 11700
firstDrtPassIters = 7

[clocking]
cts_resized = 0
holdBufCountCts = 0
post-cts-setup-buffer-count = 0

[cells_and_area]
logic_area_mm2 = 0.00850
fin_cells = 1786
nFillCells = 2457
nClkBuffers = 0
flop_area_um2 = 0
seq_cell_count = 0
drive_above_1_share_pct = 7.40
area_growth_pct = 13.2

[setup_path]
cp-end-kind = primary output
cp_data_arrival_time_ps = 8700
startpoint_type = input port
critPathKind = in2out
max_stage_delay_ps = 630
crit_chain = clkdlybuf4s50_1, buf_4, clkinv_1, ha_1, or4_1, a21oi_1, o221ai_1, a21oi_2, a211oi_1, o21ai_1, a211oi_1, o21bai_1, or4_1, clkdlybuf4s50_1
crit_path_top_delay_cell = or4_1
worst-path-max-fanout = 26
required_ps = 15040

[timing]
timing.final.crit_share_pct = 66.3
slew_viol_final = 0
worst_slew_pin_slew_ps = 881
fin_setup_tns_ps = 0
fmax_mhz = 80.3
rsz0062_at_grt = false
setup_viol = 0
final_hold_viol_count = 0
slew_headroom_pct = 41.2
post-route-min-period_ps = 12460

[power]
swShare_pct = 62.6
netSwitchingPower_uw = 170
ir_drop_uv = 29.2
p_seq_share_pct = 0
p_total_uw = 272
leakage_nw = 4.23
pwr_density_cell_mw_per_mm2 = 25.7
internal-power_uw = 102
clkPwrFrac_pct = 0
combPwrFrac_pct = 100.0

[placed_design]
dp_hpwl_um = 37900
gp_congestion = 1.05
place_inst = 1786
port_buffers = 103

[outcome]
status = completed

[synthesis]
common_cells = nand2_1, a21oi_1, nor2_1
synth_cell_type_count = 83
synth_top_area_share_pct = 12.9
ys_cells = 1449
synth_top_cell_by_area = ha_1
topCellsByArea = ha_1, a21oi_1, o21ai_0
synthesis.area_mm2 = 0.00935
most_common_cell = nand2_1
yosysWarnings = 1
avgSynthCellArea_um2 = 6.45
synth_cells = 1449
yosys_area_mm2 = 0.00935
seq_area_frac_synth_pct = 0

[min_path]
min_path_type = in2out
-- per-stage QoR --
stage / instance area (um2) / setup slack, ps / hold WS [ps] / util (%)
global route: 10600 / 6180 / 8680 / 46.5
finish: 10600 / 6340 / 8610 / 46.5
detailed placement: 10600 / 6480 / 8600 / 46.5
global placement: 10600 / 6520 / 8600 / 46.5
CTS: 10600 / 6480 / 8610 / 46.5
floorplan: 9350 / 7740 / 7620 / -
-- area by class of cell --
class                      instances  area share [%]
multi-input combinational       1229            80.3
timing repair buffer             144            12.4
tap                              313            3.70
inverter                         100            3.55
-- kinds of logic (layout without fill, tap and decap cells) --
kind of cell	after synthesis	count (layout)	share of synthesized area, %
xor+xnor	29	29	2.72
fa+ha+maj	98	98	13.3
mux	94	94	13.8
compound gates	548	548	38.7
simple gates	460	460	22.3
buf+inv	220	244	9.18
-- worst max-delay path, delay by kind of cell --
kind                     cells  cell delay (ps)
adder cells (fa/ha/maj)      1              540
AND-OR/OR-AND                7             1650
AND/OR/NAND/NOR              2             1100
buffers and inverters        4             1620
-- cell usage in the layout, fill, tap and decap left out, drive strengths merged, types with 12 or more instances in the layout --
| cell | n |
|---|---|
| a211oi | 32 |
| a21o | 15 |
| a21oi | 154 |
| a221oi | 26 |
| a31oi | 13 |
| and3 | 14 |
| buf | 46 |
| clkdlybuf4s50 | 98 |
| ha | 96 |
| inv | 96 |
| mux2 | 15 |
| mux2i | 53 |
| mux4 | 26 |
| nand2 | 157 |
| nand3 | 27 |
| nor2 | 140 |
| nor2b | 12 |
| nor3 | 35 |
| nor4 | 23 |
| o211ai | 21 |
| o21ai | 139 |
| o21bai | 17 |
| o22ai | 15 |
| or3 | 12 |
| xnor2 | 24 |
-- path summary, 6_finish.rpt --
path | from | cells past startpoint | endpoint | slack [ps]
worst min-delay path | operand_b_i[3] | 5 | result_o[3] | 8610
worst max-delay path | operand_b_i[5] | 14 | result_o[0] | 6340
-- power by group through the flow --
stage	Sequential, mW	Combinational (mW)	Clock, mW
CTS	0	0.266	0
global route	0	0.294	0
finish	0	0.272	0
-- layer usage --
layer	global-route usage, %	share of wire [%]
met1	56.2	42
met2	64.7	45
met3	6.81	8.7
met4	15.9	4.5
met5	0	0
Power is estimated from default activity; no workload was simulated.
