==> flow/design.v <==
module riscv_decoder
(
  input      [31:0]              fetched_instr_i,     
  output  reg[1:0]               ex_op_a_sel_o,       
  output  reg[2:0]               ex_op_b_sel_o,       
  output  reg[6-1:0] alu_op_o,            
  output  reg                    mem_req_o,           
  output  reg                    mem_we_o,            
  output  reg[2:0]               mem_size_o,          
  output  reg                    gpr_we_a_o,          
  output  reg                    wb_src_sel_o,        
  output  reg                    illegal_instr_o,     
  output  reg                    branch_o,            
  output  reg                    jal_o,               
  output  reg                    jalr_o ,             
  output reg                     enpc
);
wire  [4:0]  opcode;
wire  [6:0]  func7;
wire  [2:0]  func3;
assign opcode = fetched_instr_i[6:2];
assign func3  = fetched_instr_i[14:12];
assign func7  = fetched_instr_i[31:25];
always @ ( * ) begin
  { mem_req_o, mem_we_o, mem_size_o, gpr_we_a_o, wb_src_sel_o, branch_o, jal_o, jalr_o } = {8'b0};
  ex_op_a_sel_o = 2'b0;
  ex_op_b_sel_o = 3'b0;
  alu_op_o      = 0;
  enpc <= 1;
  illegal_instr_o = fetched_instr_i[1:0] == 2'b11 ? 0 : 1;
  case (opcode)
    7'b00000     :
      begin
        alu_op_o <= 6'b011000 ;
        wb_src_sel_o  = 1;
        gpr_we_a_o    = 1;
        mem_req_o     = 1;
        ex_op_a_sel_o = 2'd0;
        ex_op_b_sel_o = 3'd1;
        case (func3)
          0: mem_size_o = 3'b000 ;
          1: mem_size_o = 3'b001 ;
          2: mem_size_o = 3'b010 ;
          4: mem_size_o = 3'b100 ;
          5: mem_size_o = 3'b101 ;
          default: illegal_instr_o <= 1 ;
        endcase
      end
    7'b00100   :
      begin
        gpr_we_a_o = 1;
        ex_op_a_sel_o = 2'd0;
        ex_op_b_sel_o = 3'd1;
        case (func3)
            0 : alu_op_o <= 6'b011000;
            2 : alu_op_o <= 6'b000010;
            3 : alu_op_o <= 6'b000011;
            4 : alu_op_o <= 6'b101111;
            7 : alu_op_o <= 6'b010101;
            6 : alu_op_o <= 6'b101110;
            1 : begin
                if (func7 == 7'b0000000)
                    alu_op_o = 6'b100111;
                else
                    illegal_instr_o = 1'b1;
            end
            5 : case (func7)
                        7'b0000000 : alu_op_o <= 6'b100101;
                        7'b0100000 : alu_op_o <= 6'b100100;
                        default: illegal_instr_o = 1'b1;
                    endcase
            default: illegal_instr_o = 1'b1;
        endcase
    end
    7'b00101    :
      begin
        ex_op_a_sel_o = 2'd1;
        ex_op_b_sel_o = 3'd2;
        alu_op_o      <= 6'b011000 ;
        gpr_we_a_o    = 1'b1;
      end
    7'b01000    :
      begin
      ex_op_a_sel_o = 2'd0;
      ex_op_b_sel_o = 3'd3;
      alu_op_o      <= 6'b011000;
      mem_we_o      = 1;
      mem_req_o     = 1;
      case (func3)
          3'b000  : mem_size_o  = 3'b000;
          3'b001  : mem_size_o  = 3'b001;
          3'b010  : mem_size_o  = 3'b010;
          default: illegal_instr_o = 1'b1;
      endcase
      end
    7'b01100       :
      begin
        ex_op_b_sel_o = 3'd0;
        ex_op_a_sel_o = 2'd0;
        gpr_we_a_o    = 1;
        case ({func7,func3})
          0 : alu_op_o <= 6'b011000;
          256 : alu_op_o <= 6'b011001;
          1 : alu_op_o <= 6'b100111;
          2 : alu_op_o <= 6'b000010;
          3 : alu_op_o <= 6'b000011;
          4 : alu_op_o <= 6'b101111;
          5 : alu_op_o <= 6'b100101;
          261 : alu_op_o <= 6'b100100;
          6 : alu_op_o <= 6'b101110;
          7 : alu_op_o <= 6'b010101;
          default: illegal_instr_o <= 1 ;
        endcase
      end
    7'b01101      :
      begin
        gpr_we_a_o    = 1;
        alu_op_o      <= 6'b011000;
        ex_op_a_sel_o = 2'd2;
        ex_op_b_sel_o = 3'd2;
      end
    7'b11000   :
      begin
      ex_op_a_sel_o = 2'd0;
      ex_op_b_sel_o = 3'd0;
      branch_o      = 1;
        case (func3)
          0 : alu_op_o <= 6'b001100;
          1 : alu_op_o <= 6'b001101;
          4 : alu_op_o <= 6'b000000;
          5 : alu_op_o <= 6'b001010;
          6 : alu_op_o <= 6'b000001;
          7 : alu_op_o <= 6'b001011;
          default: illegal_instr_o = 1'b1;
        endcase
      end
    7'b11001     :
      begin
      ex_op_a_sel_o = 2'd1;
      ex_op_b_sel_o = 3'd4;
      alu_op_o      <= 6'b011000;
      gpr_we_a_o    = 1;
      jalr_o        = 1;
      end
    7'b11011      :
      begin
      ex_op_a_sel_o = 2'd1;
      ex_op_b_sel_o = 3'd4;
      alu_op_o      <= 6'b011000;
      gpr_we_a_o    = 1;
      jal_o         = 1;
      end
    7'b00011 ,
    7'b11100   :;
    default: illegal_instr_o = 1'b1  ;
  endcase
end
endmodule  
==> flow/run.sh <==
#!/bin/bash
# OpenROAD 26Q1-2900-gdf79404cd8, Yosys 0.63+post, stock flow scripts
make -C /OpenROAD-flow-scripts/flow DESIGN_CONFIG=/design/flow/config.mk WORK_HOME=/design/flow/orfs finish
==> flow/config.mk <==
export PLATFORM = sky130hd
export DESIGN_NAME = riscv_decoder
export DESIGN_NICKNAME = riscv_decoder
export VERILOG_FILES = /design/flow/design.v
export SDC_FILE = /design/flow/constraint.sdc
export NUM_CORES = 4
export LEC_CHECK = 1
export CORE_AREA = 10 10 86 86
export DIE_AREA = 0 0 96 96
==> flow/constraint.sdc <==
current_design riscv_decoder

set clk_period 6.0
set clk_io_pct 0.2

create_clock -name clk0 -period $clk_period

set non_clock_inputs [all_inputs -no_clocks]
set_input_delay [expr $clk_period * $clk_io_pct] -clock clk0 $non_clock_inputs
set_output_delay [expr $clk_period * $clk_io_pct] -clock clk0 [all_outputs]
==> results.cfg <==
; yosys + openroad results
[critical_path]
critPathMaxFanout = 14
crit_chain = clkdlybuf4s50_1 > or3_1 > nor2_2 > a32o_1 > or4_1 > clkdlybuf4s50_1
critical_path.top_delay_family = buffers and inverters
critical_path.startpoint_type = input pin
cp.required_ns = 4.80
cp_common_cell = clkdlybuf4s50_1
critical_path_depth = 6
cp.arrival_ns = 3.70
worst_path_max_delay_cell = clkdlybuf4s50_1
worstPathBufferInverterCount = 2
path_class = in -> out
worstSetupEndpointType = primary output
worst_path_largest_cell_delay_ns = 0.79

[final_timing]
min_period_over_period_pct = 81.7
slew_headroom_pct = 57.7
slew_violations = 0
worstMarginPinSlew_ns = 0.632
report.final.hold_viol_count = 0
setup_total_negative_slack_ns = 0
finalWorstPathRequiredPeriod_ns = 4.90
rsz0062_at_grt = no
fmaxAchievable_mhz = 204
setup_viol = 0

[power]
total_leakage_power_nw = 0.390
power_per_cell_area_nw_per_um2 = 47.9
maximum_ir_drop_on_the_vdd_rail_mv = 0.0259

[cts]
hold_bufs_at_cts = 0
cts_repair_resize_count = 0
postCtsSetupRepairBufs = 0

[routing]
detail_route.vias_per_cell = 4.37
pre_antenna_drt_iters = 4
finalWirelength_mm = 2.90
vias = 953
routedWlPerCell_um = 13.3
initialDrtViolationCount = 116
detail_route.drc_violations = 0
antenna_cells_inserted = 0
drtAntennaViolNets = 0

[logic_synthesis]
yosys_warnings = 1
synth-area-yosys_um2 = 768
yosys.cell_count.top_type = nor2_1
top_area_share_pct = 5.86
synth.largest_area_cell = nor2_1
yosysSeqAreaShare_pct = 0
synth_stat.cells = 122
mappedNetlistArea_um2 = 768
postSynthAreaPerCell_um2 = 6.30
postSynthCellCount = 122
netlist-cell-type-count = 49
netlist_top_cells_count = nor2_1, nand2_1, nor3_1
yosys-top-cells-area = nor2_1, nand2_1, nand2b_1

[die]
core_area_um2 = 5540
die_h_um = 96
fp_util_pct = 13.9
io-pin-count = 55
die_area_um2 = 9220
die_w_um = 96
std_cell_rows = 27

[worst_hold_path]
worst_hold_path.num_cells = 5
timing.hold.worst.class = in -> out

[global_routing]
grt_pass1_wl_mm = 4.46
antenna_found_initial = 0
groute.usage.overall_pct = 5.94
grt_pass1_vias = 873
global_route.overflow_total = 0
largest_net_degree_at_the_start_of_global_routing = 21

[placement]
dpl.cell_count = 218
finalWeightedCongestion = 0.763
hpwlAfterDp_mm = 2.31
port-buffer-count = 39

[job]
timing.max_cap.violations = 0
openroad.warnings = 47

[finish]
clock_buffers = 0
proportion_of_layout_cells_with_a_drive_suffix_above_1_pct = 4.79
areaGrowthSynthToFinish_pct = 50.3
numSequentialCells = 0
layout.filler_cells = 643
fin_cells = 218
regArea_um2 = 0

[outcome]
result_of_the_run = completed
-- cell usage in the layout (no fill, tap or decap), types with 3 or more instances in the layout --
cell type | Yosys | final
nor4_1 | 3 | 3
nor2_1 | 12 | 12
o21ai_0 | 6 | 6
nand2b_1 | 6 | 6
clkdlybuf4s50_1 | 0 | 39
nand2_1 | 10 | 10
a31oi_1 | 3 | 3
nor2b_1 | 4 | 4
nor3_1 | 7 | 7
a21oi_1 | 5 | 5
and2_1 | 5 | 5
inv_1 | 3 | 3
-- area by class of cell --
cell class	count	area (um^2)	share of cell area, %
inverter	3	11.3	0.975
timing repair buffer	39	390	33.8
tap	72	90.1	7.80
multi-input combinational	104	663	57.4
-- cell families after synthesis --
group,Yosys count,synth area share (%)
compound gates,33,30.9
simple gates,65,48.5
mux,3,4.07
other cells,1,0.488
buf+inv,18,13.7
xor+xnor,2,2.28
-- per-stage QoR --
stage | utilization (%) | cell area, um^2 | power, mW | setup WS, ns | hold slack, ns
global route | 20.8 | 1150 | 0.0618 | 0.947 | 3.59
detailed placement | 20.8 | 1150 | 0.0556 | 1.09 | 3.53
CTS | 20.8 | 1150 | 0.0560 | 1.08 | 3.53
finish | 20.8 | 1150 | 0.0553 | 1.10 | 3.50
floorplan | - | 768 | 0.0328 | 2.49 | 2.53
global placement | 20.8 | 1150 | 0.0558 | 1.07 | 3.53
-- worst paths after layout --
path,startpoint,end
min,fetched_instr_i[1],illegal_instr_o
max,fetched_instr_i[2],alu_op_o[2]
-- metal layers --
layer	track usage, %	part of all wire, %
met5	0	0
met2	8.58	44
met3	2.04	8.6
met4	0	0
met1	8.80	47
-- report_power, final --
part	internal, mW	switching (mW)	total, mW
registers	0	0	0
logic	0.0286	0.0267	0.0553
clock network	0	0	0
Power is estimated from default activity; no workload was simulated.
